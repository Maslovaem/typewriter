==> ./design.v <==
module LCD_Controller (
						iDATA,iRS,
						iStart,oDone,
						iCLK,iRST_N,
						LCD_DATA,
						LCD_RW,
						LCD_EN,
						LCD_RS	);
parameter	CLK_Divide	=	16;
input	[7:0]	iDATA;
input	iRS, iStart;
input	iCLK, iRST_N;
output	reg		oDone;
output	[7:0]	LCD_DATA;
output	reg		LCD_EN;
output			LCD_RW;
output			LCD_RS;
reg		[4:0]	Cont;
reg		[1:0]	ST;
reg		preStart, mStart;
assign	LCD_DATA	=	iDATA;
assign	LCD_RW		=	1'b0;
assign	LCD_RS		=	iRS;
always@(posedge iCLK or negedge iRST_N)
begin
	if(!iRST_N)
	begin
		oDone	<=	1'b0;
		LCD_EN	<=	1'b0;
		preStart<=	1'b0;
		mStart	<=	1'b0;
		Cont	<=	0;
		ST		<=	0;
	end
	else
	begin
		preStart <=	iStart;
		if({preStart, iStart} == 2'b01)
		begin
			mStart	<=	1'b1;
			oDone	<=	1'b0;
		end
		if(mStart)
		begin
			case(ST)
			0:	ST	<=	1;	 
			1:	begin
					LCD_EN	<=	1'b1;
					ST		<=	2;
				end
			2:	begin
					if(Cont < CLK_Divide)
					Cont	<=	Cont+1;
					else
					ST		<=	3;
				end
			3:	begin
					LCD_EN	<=	1'b0;
					mStart	<=	1'b0;
					oDone	<=	1'b1;
					Cont	<=	0;
					ST		<=	0;
				end
			endcase
		end
	end
end
endmodule
module connector (
    input reset,
    input clk50,
    input ps2_vld,
    input [7:0] ps2_data,
    output reg retrans_vld,
    output reg [7:0] retrans_data
);
reg [1:0] ST;
localparam IDLE  = 2'b00;
localparam WAIT_F0     = 2'b01;
localparam WAIT_PAYLOAD = 2'b10;
reg ps2_vld_r;
reg ps2_vld_rr;
wire ps2_vld_psg;
always @(posedge clk50) begin
    ps2_vld_r <= ps2_vld;
	ps2_vld_rr <= ps2_vld_r;
end
assign ps2_vld_psg = ~ps2_vld_rr & ps2_vld_r;
always @(posedge clk50 or negedge reset) begin
    if (~reset) begin
        ST <= IDLE;
        retrans_vld <= 0;
        retrans_data <= 0;
    end else begin
        retrans_vld <= 0;
            case (ST)
                IDLE: begin
                    if (ps2_vld_psg & (ps2_data != 8'hF0)) begin
                        retrans_data <= ps2_data;
                        ST <= WAIT_F0;
                    end
                end
                WAIT_F0: begin
                    if (ps2_vld_psg & (ps2_data == 8'hF0)) begin
                        ST <= WAIT_PAYLOAD;
                    end else begin
                        ST <= WAIT_F0;
                    end
                end
                WAIT_PAYLOAD: begin
                    if (ps2_vld_psg) begin
                        retrans_vld <= 1'b1;
						ST <= IDLE;
                    end else 
						ST <= WAIT_PAYLOAD;
                end
            endcase
    end
end
endmodule
module	lcd_mvp (
	input clk50,
	input reset,
	input host_enable,
	input [7:0] data,
	output [7:0] LCD_DATA,
	output LCD_RW,
	output LCD_EN,
	output LCD_RS
);
reg	[5:0]	LUT_INDEX;
reg	[8:0]	LUT_DATA;
reg	[5:0]	mLCD_ST;
reg	[17:0]	mDLY;
reg			mLCD_Start;
reg	[7:0]	mLCD_DATA;
reg			mLCD_RS;
reg [17:0]  psg_hold;
wire		mLCD_Done;
reg [1:0] global_state;  
reg cmd_counter;
reg [4:0] data_counter;
reg line;  
reg host_enable_r, host_enable_rr;
wire host_enable_psg;
localparam INIT_CMD = 5;
localparam N_CHARS_LINE = 16;
localparam INIT = 2'b00;
localparam DATA_IN = 2'b01;
localparam CHANGE_AC = 2'b10;
always @(posedge clk50) begin
	host_enable_r <= host_enable;
	host_enable_rr <= host_enable_r;
end
assign host_enable_psg = ~host_enable_rr & host_enable_r;
always @(posedge clk50) begin
	if (~reset) begin
		global_state <= 1'b0;
		cmd_counter  <= 1'b0;
		data_counter <= 1'b0;
		line 		 <= 1'b0;
		LUT_INDEX	 <=	0;
		mLCD_ST		 <=	0;
		mDLY		 <=	0;
		mLCD_Start	 <=	0;
		mLCD_DATA	 <=	0;
		mLCD_RS		 <=	0;
	end else 
	begin
		mLCD_Start	<=	0;
		case (global_state)
		INIT:   begin
					global_state <= (LUT_INDEX < 3'b101) ? INIT : DATA_IN;
					if(LUT_INDEX < 3'b101)
					begin
						case(mLCD_ST)
						0:	begin
								mLCD_DATA	<=	LUT_DATA[7:0];
								mLCD_RS		<=	LUT_DATA[8];
								mLCD_Start	<=	1;
								mLCD_ST		<=	1;
							end
						1:	begin
								if(mLCD_Done)
								begin
									mLCD_Start	<=	0;
									mLCD_ST		<=	2;					
								end
							end
						2:	begin
								if(mDLY < 18'h3FFFE)
								mDLY	<=	mDLY + 1;
								else
								begin
									mDLY	<=	0;
									mLCD_ST	<=	3;
								end
							end
						3:	begin
								LUT_INDEX	<=	LUT_INDEX + 1;
								mLCD_ST	<=	0;
							end
						endcase
					end
				end 
		DATA_IN:	begin
						global_state <= (data_counter < 5'b10000) ? DATA_IN : CHANGE_AC;
						if(data_counter < 5'b10000)
						begin
							case(mLCD_ST)
							0:	begin
									if (host_enable) begin
										mLCD_DATA	<=	data;
										mLCD_RS		<=	1'b1;
										mLCD_Start	<=	1;
										mLCD_ST		<=	1;
									end
								end
							1:	begin
									if(mLCD_Done)
									begin
										mLCD_Start	<=	0;
										mLCD_ST		<=	2;					
									end
								end
							2:	begin
									if(mDLY < 18'h3FFFE)
									mDLY	<=	mDLY + 1;
									else
									begin
										mDLY	<=	0;
										data_counter <=	data_counter + 1;
										mLCD_ST	<=	0;
									end
								end
							3:	begin
									data_counter <=	data_counter + 1;
									mLCD_ST	<=	0;
								end
							endcase
						end else if (data_counter == 5'b10000)
							data_counter <= 1'b0;
					end
		CHANGE_AC:	begin
						case(mLCD_ST)
						0:	begin
								mLCD_DATA	<=	(line) ? 8'h1 : 8'h0C0;
								mLCD_RS		<=	1'b0;
								mLCD_Start	<=	1;
								mLCD_ST		<=	1;
							end
						1:	begin
								if(mLCD_Done)
								begin
									mLCD_Start	<=	0;
									mLCD_ST		<=	2;					
								end
							end
						2:	begin
								if(mDLY < 18'h3FFFE)
								mDLY	<=	mDLY + 1;
								else
								begin
									mDLY	<=	0;
									mLCD_ST	<=	3;
								end
							end
						3:	begin
								mLCD_ST		 <=	0;
								line         <= ~line;
								global_state <= DATA_IN;
							end
						endcase
					end
		endcase
	end
end
always
begin
	case(LUT_INDEX)
	0:	LUT_DATA	<=	9'h038; 
	1:	LUT_DATA	<=	9'h00E; 
	2:	LUT_DATA	<=	9'h001; 
	3:	LUT_DATA	<=	9'h006; 
	4:	LUT_DATA	<=	9'h080;
	default:		LUT_DATA	<=	9'h120;
	endcase
end
LCD_Controller 		u0	(
							.iDATA(mLCD_DATA),
							.iRS(mLCD_RS),
							.iStart(mLCD_Start),
							.oDone(mLCD_Done),
							.iCLK(clk50),
							.iRST_N(reset),
							.LCD_DATA(LCD_DATA),
							.LCD_RW(LCD_RW),
							.LCD_EN(LCD_EN),
							.LCD_RS(LCD_RS)	);
endmodule
module ps2_controller_mvp (
    input reset,
    input clk50,
    input ps2_clk,
    input ps2_dat,
    output vld,
    output [7:0] data
);
reg [10:0] shift_reg;
reg [4:0] bit_counter;
reg [7:0] data_sync0;
reg [7:0] data_sync1;
wire [7:0] data_in;
reg vld_sync0;
reg vld_sync1;
reg dat_ready;
always @(negedge ps2_clk or negedge reset) begin
	if (~reset)
		shift_reg <= 1'b0;
	else 
		shift_reg <= {ps2_dat, shift_reg[10:1]};
end
always @(negedge ps2_clk or negedge reset) begin
	if (~reset)
		bit_counter <= 1'b0;
    else if (bit_counter < 4'b1010)
        bit_counter <= bit_counter + 1'b1;
    else
        bit_counter <= 1'b0;
end
always @(negedge ps2_clk) begin
	if (~reset)
		dat_ready <= 1'b0;
	else if (bit_counter == 4'b1010)
		dat_ready <= 1'b1;
	else 
		dat_ready <= 1'b0;
end
assign data_in = shift_reg[8:1];
always @(posedge clk50) begin
	data_sync0 <= data_in;
	data_sync1 <= data_sync0;
end
always @(posedge clk50) begin
	vld_sync0 <= dat_ready;
	vld_sync1 <= vld_sync0;
end
assign data = data_sync1;
assign vld = vld_sync1;
endmodule
module ps2_to_lcd (
    input clk50,
    input reset,
    input ps2_clk,
    input ps2_dat,
    output [7:0] LCD_DATA,
    output LCD_RW,
    output LCD_EN,
    output LCD_RS
);
wire ps2_vld;
wire [7:0] ps2_data;
wire conn_vld;
wire [7:0] conn_data;
wire ascii_vld;
wire [7:0] ascii_data;
ps2_controller_mvp ps2_dut (
    .reset(reset),
    .clk50(clk50),
    .ps2_clk(ps2_clk),
    .ps2_dat(ps2_dat),
    .vld(ps2_vld),
    .data(ps2_data)
);
connector connector_dut (
    .reset(reset),
    .clk50(clk50),
    .ps2_vld(ps2_vld),
    .ps2_data(ps2_data),
    .retrans_vld(conn_vld),
    .retrans_data(conn_data)
);
retranslator retrans_dut (
    .reset(reset),
    .clk50(clk50),
    .scan_vld(conn_vld),
    .scan_data(conn_data),
    .ASCII_vld(ascii_vld),
    .ASCII_data(ascii_data)
);
lcd_mvp lcd_dut (
    .clk50(clk50),
    .reset(reset),
    .host_enable(ascii_vld),
    .data(ascii_data),
    .LCD_DATA(LCD_DATA),
    .LCD_RW(LCD_RW),
    .LCD_EN(LCD_EN),
    .LCD_RS(LCD_RS)
);
endmodule
module retranslator (
	input reset,
	input clk50,
	input scan_vld,
	input [7:0] scan_data,
	output ASCII_vld,
	output [7:0] ASCII_data
);
reg scan_vld_r, scan_vld_rr;
wire scan_vld_posedge;
reg [7:0] ASCII_data_r;
always @(posedge clk50) begin
	if (~reset)
		scan_vld_r <= 1'b0;
	else begin
		scan_vld_r <= scan_data;
		scan_vld_rr <= scan_vld_r;
	end
end
always @* begin
	  if (ASCII_vld) begin
		case(scan_data)
			8'h45: ASCII_data_r = 8'h30;    
			8'h16: ASCII_data_r = 8'h31;    
			8'h1e: ASCII_data_r = 8'h32;    
			8'h26: ASCII_data_r = 8'h33;    
			8'h25: ASCII_data_r = 8'h34;    
			8'h2e: ASCII_data_r = 8'h35;    
			8'h36: ASCII_data_r = 8'h36;    
			8'h3d: ASCII_data_r = 8'h37;    
			8'h3e: ASCII_data_r = 8'h38;    
			8'h46: ASCII_data_r = 8'h39;    
			8'h1c: ASCII_data_r = 8'h41;    
			8'h32: ASCII_data_r = 8'h42;    
			8'h21: ASCII_data_r = 8'h43;    
			8'h23: ASCII_data_r = 8'h44;    
			8'h24: ASCII_data_r = 8'h45;    
			8'h2b: ASCII_data_r = 8'h46;    
			8'h34: ASCII_data_r = 8'h47;    
			8'h33: ASCII_data_r = 8'h48;    
			8'h43: ASCII_data_r = 8'h49;    
			8'h3b: ASCII_data_r = 8'h4A;    
			8'h42: ASCII_data_r = 8'h4B;    
			8'h4b: ASCII_data_r = 8'h4C;    
			8'h3a: ASCII_data_r = 8'h4D;    
			8'h31: ASCII_data_r = 8'h4E;    
			8'h44: ASCII_data_r = 8'h4F;    
			8'h4d: ASCII_data_r = 8'h50;    
			8'h15: ASCII_data_r = 8'h51;    
			8'h2d: ASCII_data_r = 8'h52;    
			8'h1b: ASCII_data_r = 8'h53;    
			8'h2c: ASCII_data_r = 8'h54;    
			8'h3c: ASCII_data_r = 8'h55;    
			8'h2a: ASCII_data_r = 8'h56;    
			8'h1d: ASCII_data_r = 8'h57;    
			8'h22: ASCII_data_r = 8'h58;    
			8'h35: ASCII_data_r = 8'h59;    
			8'h1a: ASCII_data_r = 8'h5A;    
			8'h0e: ASCII_data_r = 8'h7E;    
			8'h4e: ASCII_data_r = 8'h5F;    
			8'h55: ASCII_data_r = 8'h2B;    
			8'h54: ASCII_data_r = 8'h7B;    
			8'h5b: ASCII_data_r = 8'h7D;    
			8'h5d: ASCII_data_r = 8'h7C;    
			8'h4c: ASCII_data_r = 8'h3A;    
			8'h52: ASCII_data_r = 8'h22;    
			8'h41: ASCII_data_r = 8'h3C;    
			8'h49: ASCII_data_r = 8'h3E;    
			8'h4a: ASCII_data_r = 8'h3F;    
			8'h29: ASCII_data_r = 8'h20;    
			8'h5a: ASCII_data_r = 8'h0D;    
			8'h66: ASCII_data_r = 8'h08;    
			8'h0D: ASCII_data_r = 8'h09;    
			default: ASCII_data_r = 8'h2A;  
		endcase
	end
end
assign scan_vld_posedge = scan_vld ;
assign ASCII_vld = scan_vld_posedge;
assign ASCII_data = ASCII_data_r;
endmodule
==> ./run.sh <==
#!/bin/bash
# OpenROAD 26Q1-2900-gdf79404cd8, Yosys 0.63+post, stock flow scripts
make -C /OpenROAD-flow-scripts/flow DESIGN_CONFIG=/design/flow/config.mk WORK_HOME=/design/flow/orfs finish
==> ./config.mk <==
export PLATFORM = sky130hd
export DESIGN_NAME = ps2_to_lcd
export DESIGN_NICKNAME = ps2_to_lcd
export VERILOG_FILES = /design/flow/design.v
export SDC_FILE = /design/flow/constraint.sdc
export NUM_CORES = 4
export LEC_CHECK = 1
export CORE_UTILIZATION = 50
==> ./constraint.sdc <==
current_design ps2_to_lcd

set clk_period 3.7
set clk_io_pct 0.2

create_clock -name clk0 -period $clk_period [get_ports {clk50}]
create_clock -name clk1 -period $clk_period [get_ports {ps2_clk}]

set non_clock_inputs [all_inputs -no_clocks]
set_input_delay [expr $clk_period * $clk_io_pct] -clock clk0 $non_clock_inputs
set_output_delay [expr $clk_period * $clk_io_pct] -clock clk0 [all_outputs]
==> reports/metrics.csv <==
metric;value;unit
register pins left without a clock;7;
largest net degree at the start of global routing;40;
count of library flops with an enable pin;0;
vias in the first global route;3884;
synthesized area per cell;9.103;sq um
r2r setup slk;1.34;ns
Total Neg Setup Slack;0;ns
pwr dens;360.3;mW/mm^2
reg2reg end;lcd_dut.mDLY[12];
Top delay family on crit path;buffers and inverters;
storage element area;0.002470;sq mm
DRT Pass-1 Iters;5;
Leakage;2.232;nW
hold buffer count at cts;0;
Final Skew;0.04579;ns
vias;4134;
Max-area cell share;25.43;%
Final Hold Viols;0;
Buffers & Inverters on Critical Path;1;
top cells by area;dfxtp_1 (25%), dfrtp_1 (11%), dfrtn_1 (7.0%);
DP Area;0.005539;sq mm
initial antenna violation count;0;
critical path capture point type;flip-flop;
Cell Type Count;76;
Worst EP required;1.96;ns
Critical path destination;ps2_dut.shift_reg[10];
Final Non-Filler Cells;727;
Reg2Reg Depth;7;
top cells by count, synth;dfxtp_1 (68), nand2_1 (50), nor2_1 (50);
Die Y-Extent;105.5;microns
CP startpoint;ps2_dat;
critical path, cell by cell;clkdlybuf4s50_1;
first-pass GRT wire length;19140;microns
count of pins over their slew limit;0;
Chip Area;0.01112;sq mm
Setup Buffers After CTS;0;
Buffers on Ports;12;
Levels on crit path;1;
Worst slew margin;41.65;%
area leader, netlist;dfxtp_1;
RSZ-0062 raised after global routing;false;
most frequent cell after synthesis;dfxtp_1;
CP max stage cell;clkdlybuf4s50_1;
layout cell share with drive strength beyond 1;9.306;%
DRC;0;
post-route cell area;0.005783;sq mm
Max Cap Viol;0;
routed len/inst;14.83;microns
total gr overflow;0;
Final setup viols;0;
WS Path Type;input port to flip-flop;
max incr delay on CP;0.39;ns
post-synthesis cell area;0.005353;sq mm
Layout area overhead;8.041;%
yosys stat area;0.005353;sq mm
Rows;37;
# IOs;15;
Most common reg cell;dfxtp_1;
Registers, synthesis;115;
Yosys Instances;588;
status;finished, final reports clean;
ANT nets after route;0;
Hold Crit Class;flip-flop to flip-flop;
Post-synth ARST share;34.78;%
logic area;0.002664;sq mm
CTS tree;yes;
fillers;921;
dpl ws;0.5384;ns
Init Core Util;51.62;%
endpoints left unconstrained;7;
iteration-0 DRC count of the detailed router;280;
Die X;105.5;microns
clk slew on worst S/H paths;0.04;ns
placed cell count;707;
Worst EP arrival;1.13;ns
worst vdd ir;0.3639;mV
routed wire length;10790;microns
Total Routing Usage GR;21.77;%
antenna cells;0;
Core Box Area;0.01037;sq mm
worst r2r src;lcd_dut.LUT_INDEX[0];
Placer Congestion;0.9472;
Worst-Margin Slew;0.8705;ns
Largest register FFs;18;
Worst Path Max Fanout;1;
final critical-path setup slack;0.8254;ns
Gates resized, CTS repair;0;
DP Wirelength;7361;microns
Warnings, synthesis;5;
synthesized instance count;588;
number of vias per cell;5.686;
Tool Warnings;37;
Startpoint Class;input port;
[kinds of logic after synthesis]
kind of cell | synth area share [%]
and+or+nand+nor | 20.24
muxes | 5.026
latches | 1.964
other | 0.07006
buffers and inverters | 4.161
xor gates and xnor gates | 1.964
adders and majority gates | 3.974
AOI/OAI and AO/OA | 18.42
DFF | 44.18
[layer usage]
layer	share of wire, %	global-route usage (%)	wire length [microns]	vias to the layer above
li1	-	-	-	2117
met1	50	35.73	5345	1921
met2	44	31.16	4767	83
met3	5.1	4.858	550	13
met4	1.1	3.219	121	0
met5	0	0	0	-
[worst register-to-register path, delay by kind of cell (launching register included)]
family                     cells  cell delay, ns
DFF                            1            0.37
AOI/OAI and AO/OA              2            0.33
buffers and inverters          1            0.10
adders and majority gates      1            0.21
and+or+nand+nor                3            1.29
[power by group]
group	leakage, nW	internal [mW]	switching, mW
Combinational	0.976	0.0209	0.0290
Sequential	1.13	1.20	0.0135
Clock	0.128	0.396	0.428
Total	2.23	1.61	0.470
[placed cells by master, fill, tap and decap left out, types with 11 or more instances in the layout]
cell / instances
o21ai_0: 38
dfxtp_1: 68
nand2b_1: 14
ha_1: 17
clkbuf_8: 12
inv_1: 20
dfrtn_1: 15
mux2_2: 11
dfrtp_1: 23
nand3_1: 22
nand2_1: 50
a211oi_1: 13
clkdlybuf4s50_1: 11
a21oi_1: 42
nor2_1: 50
[worst min-delay path by stage]
stage                           startpoint                   end  cells past startpoint
after CTS             ps2_dut.shift_reg[9]  ps2_dut.shift_reg[8]                      0
after global routing  ps2_dut.shift_reg[9]  ps2_dut.shift_reg[8]                      0
final                 ps2_dut.shift_reg[9]  ps2_dut.shift_reg[8]                      0
[final cells by class]
class / instances / area share, %
clock buffers: 13 / 2.921
clock inverters: 8 / 1.363
inverters: 21 / 1.363
multi-input cells: 417 / 46.06
flip-flops and latches: 115 / 42.71
well taps: 136 / 2.942
repair buffers: 17 / 2.640
[metrics by stage]
step	power [mW]	util, %	hold WS (ns)
after global placement	1.290	53.41	0.2959
after floorplan	1.258	-	0.2917
after global routing	2.187	55.77	0.3046
final	2.084	55.77	0.2970
after detailed placement	1.291	53.41	0.2984
after CTS	2.118	55.77	0.2984
Power figures rest on the tool's default switching activity, not on a simulated workload.
